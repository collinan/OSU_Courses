==> design.v <==
module alu(
	input 		[7:0] in_a,  
	input 		[7:0] in_b,  
	input 		[3:0] opcode,  
	output reg 	[7:0] alu_out,  
	output reg 		  alu_zero,  
	output reg 		  alu_carry  
);
	parameter c_add = 4'h1;
	parameter c_sub = 4'h2;
	parameter c_inc = 4'h3;
	parameter c_dec = 4'h4;
	parameter c_or = 4'h5;
	parameter c_and = 4'h6;
	parameter c_xor = 4'h7;
	parameter c_shr = 4'h8;
	parameter c_shl = 4'h9;
	parameter c_onescomp = 4'ha;
	parameter c_twoscomp = 4'hb;
	logic [8:0] result;
	always_comb begin
		result ='0;
		case(opcode)
			c_add : result = in_a + in_b;
			c_sub : result = in_a - in_b;
			c_inc : result = in_a + 1;
			c_dec : result = in_a - 1;
			c_or  : result = in_a | in_b;  
			c_and : result = in_a & in_b;  
			c_xor : result = in_a ^ in_b;  
			c_shr : result = in_a >> 1;  
			c_shl : begin 
					result = in_a;  
					result = result << 1;
					end
			c_onescomp : result =~in_a;  
			c_twoscomp : result =~in_a + 1;  
			default : result = 'X;
		endcase
	end
	assign alu_carry = result[8];
	assign alu_out = result[7:0];
	assign alu_zero= ~|result[7:0]; 
endmodule	
==> run.sh <==
#!/bin/bash
# OpenROAD 26Q1-2900-gdf79404cd8, Yosys 0.63+post, stock flow scripts
make -C /OpenROAD-flow-scripts/flow DESIGN_CONFIG=/design/flow/config.mk WORK_HOME=/design/flow/orfs finish
==> config.mk <==
export PLATFORM = sky130hd
export DESIGN_NAME = alu
export DESIGN_NICKNAME = alu
export VERILOG_FILES = /design/flow/design.v
export SDC_FILE = /design/flow/constraint.sdc
export NUM_CORES = 4
export LEC_CHECK = 1
export CORE_AREA = 10 10 92 92
export DIE_AREA = 0 0 102 102
==> constraint.sdc <==
current_design alu

set clk_period 6.0
set clk_io_pct 0.2

create_clock -name clk0 -period $clk_period

set non_clock_inputs [all_inputs -no_clocks]
set_input_delay [expr $clk_period * $clk_io_pct] -clock clk0 $non_clock_inputs
set_output_delay [expr $clk_period * $clk_io_pct] -clock clk0 [all_outputs]
==> impl_metrics.tcl <==
# place-and-route summary
set metrics [dict create \
    status "complete, no violations" \
    wl_per_cell_um 15.5 \
    viasPerCell 5.21 \
    comb_area_um2 1460 \
    ys_area_um2 1620 \
    hpwlAfterDp_um 4560 \
    hold_path.class "input pin to output pin" \
    synth_area_um2 1620 \
    relSlewSlack_pct 52.4 \
    synth_warnings 4 \
    synth_area_per_cell_um2 6.94 \
    p_per_area_nw_per_um2 92.5 \
    cp_cell_sequence "clkdlybuf4s50_1 -> nand2b_1 -> or3_4 -> a21oi_1 -> nor2_1 -> a31oi_1 -> ha_1 -> a21oi_1 -> o21ai_1 -> a21o_1 -> a41oi_1 -> xor2_1 -> o221ai_1 -> buf_4 -> clkdlybuf4s50_1" \
    muxShareOfSynthArea_pct 0.617 \
    yosysCellCount 234 \
    setup_violations 0 \
    log.warning_count 41 \
    routed_wl_um 5390 \
    final_layout_size_suffix_gt1_share_pct 13.0 \
    nFillCells 697 \
    die-area_um2 10400 \
    grt_max_degree 20 \
    seq_cell_count 0 \
    lay_top_cells "clkdlybuf4s50_1 (27), ha_1 (26), nand2_1 (22)" \
    io_pins 30 \
    grt_pass1_wl_um 8850 \
    antenna_cells_inserted 0 \
    fin_crit_ns 5.80 \
    area_growth_pct 28.6 \
    placed_cell_area_um2 2060 \
    ant_nets 0 \
    antenna_found_initial 0 \
    grt_pass1_vias 1738 \
    power.leakage_uw 0.000941 \
    crit_path_max_fanout 5 \
    std_cell_rows 29 \
    flop_area_um2 0 \
    synth-xor-area-share_pct 10.3 \
    ir_worst_vdd_v 0.0000215 \
    ys_types 53 \
    cpPeakStageDelay_ns 0.46 \
    drt_pre_antenna_iters 4 \
    holdPathEnd "alu_zero" \
    dp_slack_ns 0.0117 \
    hold_path_depth 7 \
    globalplace.congestion 1.01 \
    slew_violations 0 \
    synthCells 234 \
    die_h_um 102 \
    slowest_stage "clkdlybuf4s50_1" \
    rsz0062_at_grt "no" \
    first_iter_violations 161 \
    cp.required_ns 4.80 \
    clock_buffers 0 \
    topCombFamilyByArea "AND-OR/OR-AND gates" \
    lay_top_count "clkdlybuf4s50_1" \
    endpoint_kind "output pin" \
    finalCritPeriodShare_pct 96.7 \
    vias 1809 \
    drv_cap 0 \
    fp.dieW_um 102 \
    hp-start "opcode[1]" \
    cp-startpoint "opcode[3]" \
    core_um2 6460 \
    arrival_ns 4.60 \
    fin_area_um2 2090 \
    simple_gate_share_pct 25.8 \
    startpoint_type "input pin" \
    track_usage_pct 10.4 \
    drc 0 \
    ys_seq_share_pct 0 \
    worst_slew_pin_slew_ns 0.712 \
    gr-total-overflow 0 \
    max_freq_ghz 0.172 \
    ys_sh_adder_pct 21.9 \
    finalWorstSetupSlack_ns 0.200 \
    hold_viol 0 \
    floorplan.core_util_pct 25.1 \
    synthAoiAreaFrac_pct 30.4 \
    port_buffers 30 \
    crit_type "input pin to output pin" \
]
## cell type report
class / count / share of cell area, %
multi-input cells: 200 / 69.8
inverters: 20 / 3.60
well taps: 77 / 4.62
repair buffers: 50 / 21.9
## power by group
part | internal, uW | leakage (uW) | total (uW) | switching [uW]
sequential | 0 | 0 | 0 | 0
clock | 0 | 0 | 0 | 0
combinational | 99.2 | 0.000941 | 193 | 93.9
## stage by stage
stage / utilization (%) / hold slack, ns / TNS, ns / total power [uW] / std cells
5_1_grt: 32.3 / 3.35 / 0 / 213 / 347
3_3_place_gp: 31.9 / 3.57 / -0.00963 / 191 / 346
2_1_floorplan: - / 2.54 / 0 / 110 / 234
6_report: 32.3 / 3.22 / 0 / 193 / 347
4_1_cts: 31.9 / 3.58 / 0 / 193 / 346
3_5_place_dp: 31.9 / 3.58 / 0 / 191 / 346
## timing repair
action,CTS,global route
resized,1,6
hold buffers,0,0
setup buffers,0,1
pin swaps,0,2
endpoints found under the setup margin,1,2
cloned,0,0
## cells by family after synthesis
group / after synthesis
xor gates and xnor gates: 19
AOI/OAI and AO/OA: 74
adders and majority gates: 28
buffers and inverters: 34
and+or+nand+nor: 78
muxes: 1
## per-layer routing
layer | track usage [%] | wire length (um) | vias up
li1 | - | - | 932
met1 | 15.2 | 2660 | 824
met2 | 16.5 | 2340 | 51
met3 | 1.30 | 364 | 2
met4 | 0.542 | 23 | 0
met5 | 0 | 0 | -
## cells in the mapped netlist (3+ instances only)
master | count | area, um2
ha_1 | 26 | 325
a32oi_1 | 4 | 35.0
nor3_1 | 6 | 30.0
buf_2 | 3 | 15.0
o21ai_0 | 12 | 60.1
o22ai_1 | 3 | 18.8
clkbuf_1 | 4 | 15.0
inv_1 | 19 | 71.3
nor2_1 | 17 | 63.8
or3_1 | 3 | 18.8
a21o_1 | 3 | 22.5
buf_6 | 4 | 45.0
xnor2_1 | 12 | 105
nand2b_1 | 4 | 25.0
a21oi_1 | 22 | 110
a31oi_1 | 5 | 31.3
xor2_1 | 7 | 61.3
nand2_1 | 22 | 82.6
nor2b_1 | 3 | 18.8
o221ai_1 | 4 | 35.0
and3_1 | 4 | 25.0
a22oi_1 | 7 | 52.6
nand3_1 | 5 | 25.0
## worst max path at each step
stage                end  slack, ns  cells after the start
global route  alu_out[7]       0.01                     16
CTS             alu_zero       0.03                     16
finish        alu_out[7]       0.20                     15
## critical path: cells and delay by family
| kind | cells | cell delay (ns) |
|---|---|---|
| AND-OR/OR-AND | 7 | 1.39 |
| buffers and inverters | 3 | 1.05 |
| XOR/XNOR | 1 | 0.10 |
| AND/OR/NAND/NOR | 3 | 0.58 |
| adder cells (fa/ha/maj) | 1 | 0.30 |
Power and IR drop assume default switching activity.
