==> flow/run.sh <==
#!/bin/bash
# OpenROAD 26Q1-2900-gdf79404cd8, Yosys 0.63+post, stock flow scripts
make -C /OpenROAD-flow-scripts/flow DESIGN_CONFIG=/design/flow/config.mk WORK_HOME=/design/flow/orfs finish
==> flow/config.mk <==
export PLATFORM = sky130hd
export DESIGN_NAME = tas
export DESIGN_NICKNAME = tas
export VERILOG_FILES = /design/flow/design.v
export SDC_FILE = /design/flow/constraint.sdc
export NUM_CORES = 4
export LEC_CHECK = 1
export CORE_UTILIZATION = 50
==> flow/constraint.sdc <==
current_design tas

set clk_period 5.8
set clk_io_pct 0.2

create_clock -name clk0 -period $clk_period [get_ports {clk_2}]
create_clock -name clk1 -period $clk_period [get_ports {clk_50}]

set non_clock_inputs [all_inputs -no_clocks]
set_input_delay [expr $clk_period * $clk_io_pct] -clock clk0 $non_clock_inputs
set_output_delay [expr $clk_period * $clk_io_pct] -clock clk0 [all_outputs]
==> flow/design.v <==
module fifo ( 
       input            wr_clk,    
       input            rd_clk,    
       input            reset_n,   
       input            wr,        
       input            rd,        
       input      [7:0] data_in,   
       output reg [7:0] data_out,  
       output reg   empty,     
       output reg full );      
reg [2:0] wr_ptr;
reg [2:0] rd_ptr;
reg wr_togle;
reg rd_togle;
reg empty_temp; 
reg empty_sync; 
reg [7:0] mem0;
reg [7:0] mem1;
reg [7:0] mem2;
reg [7:0] mem3;
reg [7:0] mem4;
reg [7:0] mem5;
reg [7:0] mem6;
reg [7:0] mem7;
always_ff @ (posedge wr_clk, negedge reset_n)begin
	if(~reset_n) begin
			 mem0 <= '0;
			 mem1 <= '0;
			 mem2 <= '0;
			 mem3 <= '0;
			 mem4 <= '0;
			 mem5 <= '0;
			 mem6 <= '0;
			 mem7 <= '0;		 
	end
	else if(wr) begin
			unique case (wr_ptr)
			3'b000 : mem0 <= data_in;
			3'b001 : mem1 <= data_in;
			3'b010 : mem2 <= data_in;
			3'b011 : mem3 <= data_in;
			3'b100 : mem4 <= data_in;
			3'b101 : mem5 <= data_in;
			3'b110 : mem6 <= data_in;
			3'b111 : mem7 <= data_in;
			endcase
		end
end
always_ff @ (posedge wr_clk, negedge reset_n)begin
	if(~reset_n) begin
		wr_togle <=0;
	end
	else if( wr_ptr == 3'b111)begin
				wr_togle <=~wr_togle;
		end
	else wr_togle <=wr_togle;
end
always_ff @ (posedge wr_clk, negedge reset_n)begin
	if(~reset_n) begin
		wr_ptr <=0;
	end
		else	if( wr) wr_ptr <=wr_ptr+1;
		else wr_ptr <=wr_ptr;
end
always_ff @(posedge rd_clk, negedge reset_n)begin
	if(~reset_n) rd_togle<=0;
	else if(rd_ptr == 3'b111)	rd_togle <= ~rd_togle;
	else	rd_togle <=rd_togle;
end
always_ff @(posedge rd_clk, negedge reset_n)begin
if(~reset_n) 	rd_ptr <=0;
	else if(rd)	rd_ptr <=rd_ptr+1;
	else	rd_ptr <=rd_ptr;
end
always_comb begin
if((rd_ptr == wr_ptr) && (rd_togle == wr_togle))
empty = 1;
else
empty = 0;
end
always_comb begin
if((rd_ptr == wr_ptr) && (rd_togle != wr_togle))
full = 1;
else
full = 0;
end
always_comb begin
	unique case (rd_ptr)
		3'b000 : data_out=mem0;
		3'b001 : data_out=mem1;
		3'b010 : data_out=mem2;
		3'b011 : data_out=mem3;
		3'b100 : data_out=mem4;
		3'b101 : data_out=mem5;
		3'b110 : data_out=mem6;
		3'b111 : data_out=mem7;
	endcase
end
endmodule
module a5_c3 (
	input clk_50,  
	input reset_n,  
	input data_ena,  
	input reg [7:0] complete_byte,  
	output wire a5_or_c3
);
assign a5_or_c3 = (( complete_byte == 8'hA5) || (complete_byte == 8'hC3)) ? 1 : 0;
endmodule
module average( 
       input clk_2,    
       input reset_n,   
	   input reg [7:0] data_out,  
       input read,
	   output reg ram_wr_n,
	   output reg [7:0] ram_data,
	   output reg [10:0] ram_addr        
	    ); 
reg [9:0] avg_reg;
reg [2:0] count;
reg [10:0] temp_ram_addr;
always_ff @(posedge clk_2, negedge reset_n) begin
	if(!reset_n) avg_reg<='0;
	else 
	if(count == 4) avg_reg <=0;
	else if(read)avg_reg <= avg_reg+data_out;
	else  avg_reg <= avg_reg;
end
always_ff @(posedge clk_2, negedge reset_n) begin
	if(!reset_n) count<='0;
	else begin 
		if(count == 4) count <=0;
		else if (read)count <= count+1;
		else count <= count;
	end
end		
always_ff @(posedge clk_2, negedge reset_n) begin
	if(!reset_n) temp_ram_addr<=11'h7FF;
	else begin 
		if(count == 4) temp_ram_addr<=temp_ram_addr-1;
		else if (temp_ram_addr==0)temp_ram_addr <= 11'h7FF;
		else temp_ram_addr <= temp_ram_addr;
	end
end		
assign ram_data = (count == 4) ? avg_reg[9:2] : 'X ;
assign ram_wr_n = (count == 4) ? '1 : 0 ;
assign ram_addr = (count == 4) ? temp_ram_addr : 'X ;
endmodule
module ctrl_2KHz(
	input 			clk_2,
	input 			reset_n,
	input 			empty,
	output reg		read,
	output reg 		avg_en
);	
enum reg[1:0] {
IDLE=2'b00,
READ=2'b01,
NO_READ =2'b10
}read_ps, read_ns;
always_ff @(posedge clk_2, negedge reset_n) begin
	if(!reset_n)begin
		read_ps <= IDLE;
	end
	else begin
	read_ps<= read_ns;
	end
end
always_comb begin
	unique case (read_ps)
		IDLE:
			if(!empty)begin
				read_ns = READ;
				read =1;
				avg_en =1;
			end
			else begin
				read_ns =IDLE;
				read =0;
			avg_en =0;
			end
		READ:begin
				read_ns = NO_READ;
				read =0;
				avg_en =0;
		end
		NO_READ:begin
			if(!empty) begin
				read_ns = READ;
				avg_en =1;
				read=1;
			end
			else begin
				read_ns = IDLE;
				avg_en =0;
				read=0;
			end
		end
	endcase
end
endmodule
module ctrl_50MHz(
	input 			clk_50,
	input 			reset_n,
	input  			data_ena,              
	input wire 		a5_or_c3,
	input reg [7:0] complete_byte,  
	output reg		write
);	
enum reg [1:0]{
IDLE =2'b00,
ASSEMBLING =2'b01,
ASSEMBLED =2'b10
}byte_ps,byte_ns;
enum reg [2:0]{
	HEADER   = 3'b000,
	DATA_1 = 3'b001,
	DATA_2 = 3'b010,
	DATA_3 = 3'b011,
	DATA_4 = 3'b100
}type_ps,type_ns;
always_ff @(posedge clk_50	, negedge reset_n) begin
if(!reset_n) byte_ps <= ASSEMBLING;
	else byte_ps <= byte_ns;
end
always_ff @(posedge clk_50, negedge reset_n)begin
	if(!reset_n) type_ps <= HEADER;
	else type_ps<=type_ns;
end
always_comb begin
	unique case (type_ps)
		HEADER: begin 
					if((!data_ena) && (a5_or_c3) && (byte_ns==ASSEMBLED))begin
						type_ns = DATA_1;
						write = 0;
					end
					else begin
						type_ns = HEADER;
						write = 0; 
					end
				end
		DATA_1: begin
					if((!data_ena) && (~complete_byte[7]) && (byte_ns==ASSEMBLED)) begin
						type_ns = DATA_2;  
						write = 1; 
					end
					else begin
						type_ns = DATA_1;
						write = 0; 
					end
				end
		DATA_2: begin
					if((!data_ena) && (~complete_byte[7]) && (byte_ns==ASSEMBLED)) begin
						type_ns = DATA_3;  
						write = 1; 
					end
					else begin 
						type_ns = DATA_2;
						write = 0; 
					end
				end
		DATA_3: begin
					if((!data_ena) && (~complete_byte[7]) && (byte_ns==ASSEMBLED))begin
						type_ns = DATA_4;  
						write = 1; 
					end
					else begin
						type_ns = DATA_3;
						write = 0; 
					end
				end
		DATA_4: begin
					if((!data_ena) && (~complete_byte[7]) && (byte_ns==ASSEMBLED)) begin
						type_ns = HEADER;  
						write = 1; 
					end
					else begin
						type_ns = DATA_4;
						write = 0; 
					end
				end	
	endcase
end
always_comb begin
	unique case(byte_ps)
		IDLE:begin
					if(data_ena)begin 
						byte_ns = ASSEMBLING;
					end
					else begin
						byte_ns = IDLE;
					end	
				end
		ASSEMBLING:begin
					if(data_ena)begin 
						byte_ns = ASSEMBLING;
						end
					else begin
						byte_ns = ASSEMBLED;
					end
				end
		ASSEMBLED: begin
					 byte_ns = IDLE;
					 end
	endcase
end
endmodule
module shift_register (
	input clk_50,  
	input reset_n,  
	input serial_data,  
	input data_ena,  
	output reg [7:0] complete_byte  
);
reg [7:0] shift_reg;
always_ff @(posedge clk_50, negedge reset_n) begin
	if(!reset_n) 
		shift_reg <= '0;
	else begin
		if(data_ena) 
			shift_reg <= (serial_data) ? (shift_reg >> 1) + 8'b1000_0000 : (shift_reg >> 1) ;
		else shift_reg <=shift_reg;
	end
end
assign complete_byte = shift_reg; 
endmodule
module tas (
       input  clk_50,                
       input  clk_2,                 
       input  reset_n,               
       input  serial_data,           
	   input  data_ena,              
       output ram_wr_n,              
       output [7:0] ram_data,        
       output [10:0] ram_addr        
       );
	reg [7:0] complete_byte;
	reg [7:0] data_out;
	wire a5_or_c3;
	wire write;
	wire read;
shift_register shift_register_0(
	.clk_50 (clk_50),  
	.reset_n (reset_n),  
	.serial_data (serial_data),  
	.data_ena (data_ena),  
	.complete_byte ( complete_byte) 
);
a5_c3 a5_c3_0(
	.clk_50 (clk_50),  
	.reset_n (reset_n),  
	.data_ena (data_ena),  
	.complete_byte ( complete_byte), 
	.a5_or_c3(a5_or_c3)
);
ctrl_50MHz ctrl_50MHz_0(
	.clk_50 (clk_50),  
	.reset_n (reset_n),  
	.data_ena (data_ena),  
	.a5_or_c3(a5_or_c3),
	.complete_byte ( complete_byte), 
	.write (write)
);	
ctrl_2KHz ctrl_2KHz_0(
	.clk_2 (clk_2),  
	.reset_n (reset_n),  
	.empty(empty), 
	.read (read),
	.avg_en(avg_en)
);	
fifo fifo_0( 
       .wr_clk (clk_50),    
       .rd_clk (clk_2),    
       .reset_n (reset_n),   
        .wr (write),        
       .rd (read),        
       .data_in (complete_byte),   
       .data_out(data_out),  
       .empty(empty),     
       .full(full)			 
	   );  
average average_0( 
       .clk_2 (clk_2),    
       .reset_n (reset_n),   
	   .data_out(data_out),  
       .read (read),
	   .ram_wr_n(ram_wr_n),
	   .ram_data(ram_data),
	   .ram_addr(ram_addr)       
	    );  
endmodule
==> deck_impl_summary.md <==
Synthesis and Place & Route Summary

Critical path
  • Worst Path Max Fanout: 16
  • Crit path largest cell delay: between 0.4 and 0.5 ns
  • Reg2Reg Launch Point: fifo_0.rd_ptr[1]
  • Worst r2r dst: average_0.avg_reg[8]
  • Crit path DRT: ~6 ns
  • Type of origin of the critical path: register
  • Worst path cell trace: inv_1 -> ha_1 -> buf_4 -> nor2_1 -> nand2_1 -> nor2_1 -> a41oi_1 -> ha_1 -> fa_1 -> a21oi_1 -> o21ai_0 -> a221oi_1 -> o21ai_0 -> a21oi_1
  • Reg2Reg Setup Slack: between 2 and 2.5 ns
  • Critical path class: reg2reg
  • Slowest CP cell: dfrtp_1
  • Worst setup EP type: register
  • Reg2Reg Depth: 14
  • Crit path DAT: roughly 3.7 ns
  • Critical Path Source: fifo_0.rd_ptr[1]

Pwr
  • Cell internal pwr: roughly 1.4 mW
  • Total power: 1.921 mW
  • Seq pwr share: between 50% and 60%
  • Combinational share of power: around 13%
  • Switching Share: approximately 28%
  • Pwr dens: between 300 and 400 nW/um2
  • P_sw: 544.1 uW
  • Leak pwr: between 2 and 3 nW
  • Clock group share of total power: between 30% and 40%
  • Peak supply drop: approximately 0.15 mV

Yosys
  • Post-synth regs: 115
  • Netlist cell types: between 50 and 60
  • Top logic family: multiplexers
  • Synth Area in Compound Gates: 10.81%
  • Number of enable flip-flop cells: 0
  • Synth Cell Area: ~5600 um2
  • Yosys warnings: 12
  • Fa+ha+maj area frac: about 5.5%
  • Syn avg cell area: about 12 um2
  • Syn Inst Count: 467
  • Fraction of registers with async set/reset: approximately 100%
  • Synth mux share: between 10 and 15%
  • Cells in synth_stat.txt: ~470
  • Chip area estimate from yosys synthesis: 5589 um2
  • XOR Share, Synth: 2.194%
  • Sequential area share after synthesis: between 50% and 60%
  • Commonest flop: dfrtp_1
  • Simple Share, Synth: approximately a tenth

Global routing
  • Gr usage total: roughly 22%
  • Initial antenna violation count: 0
  • First-pass GRT wire length: between 15000 and 20000 um
  • Largest net degree at the start of global routing: 47
  • Grt ovf: 0
  • Vias in the first global route: approximately 3400

Outcome
  • Run status: complete, no violations

Place
  • DP Cell Count: around 600
  • Hpwl dp: between 7000 and 8000 um
  • Port bufs: 23
  • Pre-CTS setup slack: 2.245 ns
  • GP Congestion: between 0.8 and 0.9
  • Placed Instance Area: 5811 um2

Drt
  • Via count: between 3000 and 4000
  • Routed wire per std cell: between 15 and 20 um
  • N_diodes: 0
  • Initial DRC Count: about 210
  • DRT antenna net count: 0
  • DR pass1 iterations: 5
  • Drt via density: 5.688
  • Final WL: approximately 11000 um
  • DRC viols: 0

Floorplanning
  • Initial core utilization: about 51%
  • Die area: 11600 um2
  • Rows: 38
  • Core area: between 10000 and 15000 um2
  • Die width: 107.7 um
  • Die Y: about 110 um
  • Top Ports: 25

Min path
  • Hold Path Class: reg2reg
  • Hold depth: 0
  • Hold Startpoint: ctrl_2KHz_0.read_ps[2]
  • Hold EP: ctrl_2KHz_0.read_ps[1]

Cells and area
  • Largest register FFs: 11
  • Finished Layout Cells: around 620
  • Share of cells above drive strength 1: between 20% and 30%
  • Area Growth Syn to Fin: 9.492%
  • Final core utilization: a little under three fifths
  • Fill count: 895
  • Final Instance Area: a little over 6000 um2
  • Logic area: 2419 um2
  • Reg area: 2895 um2

Timing
  • WHS: about 0.35 ns
  • Relative slew slack: 53.53%
  • Hold Violations, Final: 0
  • # setup viols final: 0
  • RSZ-0062 raised after global routing: no
  • Fin Setup TNS: 0 ns
  • Slew Limit Fails: 0
  • Skew final: between 0.01 and 0.015 ns
  • Tightest Pin Transition: about 0.7 ns
  • Setup WS post-layout: 2.317 ns

CTS
  • Clock slew seen by the registers of the worst setup and hold paths: around 0.070 ns
  • Setup Buffers After CTS: 0
  • CTS sink count: ~120
  • Post-CTS Hold Buffers: 0
  • Post-CTS resize count: 0
  • CTS tree: done

Flow run
  • Log Warnings: 35
  • Max cap viols: 0
## placed cells by master (no fill, tap or decap), types with 3 or more instances in the layout
master / n
a221oi_1: 9
a22oi_1: 4
buf_4: 5
nor4bb_1: 3
ha_1: 23
nor3_1: 7
nor2b_1: 3
nor2_1: 29
mux2_2: 63
mux2_4: 7
nand3_4: 3
a31oi_1: 5
a222oi_1: 6
dfrtp_1: 101
clkbuf_8: 16
clkdlybuf4s50_1: 22
inv_6: 3
xnor2_1: 10
xor2_1: 4
a211oi_1: 4
and2_1: 5
a21o_1: 3
a21oi_1: 34
nand2_1: 24
nand3_1: 7
inv_1: 16
and3_1: 4
o211ai_1: 3
dfstp_2: 14
o21ai_0: 14
## critical path: cells and delay by family, from the launching register on
family / cells / cell delay [ns]
and+or+nand+nor: 3 / 0.74
buffers and inverters: 2 / 0.30
adders and majority gates: 3 / 0.91
AOI/OAI and AO/OA: 6 / 0.98
DFF: 1 / 0.45
## cells by family after synthesis
group,count (synthesis)
flip-flops,115
AND/OR/NAND/NOR,100
AND-OR/OR-AND,91
multiplexers,72
buffers and inverters,51
adder cells (fa/ha/maj),24
XOR/XNOR,14
## area by class of cell
| class | count | area share [%] |
|---|---|---|
| clock inverter | 8 | 1.452 |
| sequential | 115 | 47.31 |
| inverter | 17 | 1.043 |
| clock buffer | 16 | 3.598 |
| multi-input combinational | 301 | 39.52 |
| timing repair buffer | 27 | 4.212 |
| tap | 140 | 2.862 |
## per-layer routing
metal	GRT usage, %	vias to the layer above	wire length, um
li1	-	1693	-
met1	37.06	1775	5475
met2	30.27	71	4839
met3	5.617	10	573
met4	2.055	0	104
met5	0	-	0
## synthesized netlist by cell type, types with 3 or more instances
cell      instances  area [um2]
xor2_1            4       35.03
a22oi_1           4       30.03
a221oi_1          9       78.83
dfrtp_1         101        2527
clkbuf_1         14       52.55
o21ai_0          14       70.07
and3_1            4       25.02
a211oi_1          4       30.03
nor4bb_1          3       30.03
buf_4             8       60.06
nand3_1           7       35.03
mux2_4            7       105.1
o211ai_1          3       22.52
nor2b_1           3       18.77
nor3_1            7       35.03
a21o_1            3       22.52
ha_1             23       287.8
nand3_4           3       52.55
mux2_2           63       709.4
a21oi_1          34       170.2
a31oi_1           5       31.28
and2_1            5       31.28
xnor2_1          10       87.58
buf_1             3       11.26
buf_2             5       25.02
a222oi_1          6       60.06
nor2_1           29       108.9
inv_1            16       60.06
nand2_1          24       90.09
dfstp_2          14       367.9
## worst max path at each step
stage,endpoint,slack [ns],depth (start not counted)
global route,average_0.avg_reg[8],1.96,14
finish,average_0.avg_reg[8],2.32,14
CTS,average_0.avg_reg[8],2.33,14
## power by group through the flow
stage     clock network, mW  registers (mW)  logic [mW]
6_report              0.623            1.06       0.240
4_1_cts               0.642            1.06       0.245
5_1_grt               0.689            1.08       0.270
Power figures rest on the tool's default switching activity, not on a simulated workload.
